==> ./design.v <==
`timescale 1ns / 1ps
module FSMSeq(
    input logic EIN, RST, clk,  
    output logic [6:0] state_reg,  
    output reg [3:0] Anode_Activate  
    );
    logic [3:0] seq;           
    logic [3:0] ns;            
    logic clk_Hz;             
    logic [26:0] clk_div;      
    logic [1:0] holder;  
    always_ff @(posedge clk or posedge RST) begin
        if (RST) begin
            clk_div <= 27'd0;
            clk_Hz <= 1'b0;
        end else if (clk_div == 27'd49999999) begin
            clk_div <= 27'd0;
            clk_Hz <= ~clk_Hz;  
        end else begin
            clk_div <= clk_div + 1;
        end
    end
    always_comb begin
        Anode_Activate = 4'b1110;  
    end
    always_ff @(posedge clk_Hz or posedge RST) begin
        if (RST) begin
            seq <= 4'b0001;           
            holder <= 2'd0;     
        end else if (EIN) begin
            if (seq == 4'b0001 && holder < 2'd1) begin
                holder <= holder + 1;
            end else begin
                holder <= 2'd0;  
                seq <= ns;             
            end
        end
    end
    always_comb begin
        ns = seq;  
        if (EIN) begin
            case (seq)
                4'b0001: ns = 4'b0111;  
                4'b0111: ns = 4'b0000;  
                4'b0000: ns = 4'b0001;  
                default: ns = 4'b0001;  
            endcase
        end
    end
    always_comb begin   
        case(seq)
            4'b0001: state_reg = 7'b1001111;  
            4'b0111: state_reg = 7'b0001111;  
            4'b0000: state_reg = 7'b0000001;  
            default: state_reg = 7'b1111111;  
        endcase
    end
endmodule
==> ./run.sh <==
#!/bin/bash
# OpenROAD 26Q1-2900-gdf79404cd8, Yosys 0.63+post, stock flow scripts
make -C /OpenROAD-flow-scripts/flow DESIGN_CONFIG=/design/flow/config.mk WORK_HOME=/design/flow/orfs finish
==> ./config.mk <==
export PLATFORM = sky130hd
export DESIGN_NAME = FSMSeq
export DESIGN_NICKNAME = FSMSeq
export VERILOG_FILES = /design/flow/design.v
export SDC_FILE = /design/flow/constraint.sdc
export NUM_CORES = 4
export LEC_CHECK = 1
export CORE_UTILIZATION = 40
export SYNTH_HDL_FRONTEND = slang
==> ./constraint.sdc <==
current_design FSMSeq

set clk_period 3.3
set clk_io_pct 0.2

create_clock -name clk0 -period $clk_period [get_ports {clk}]

set non_clock_inputs [all_inputs -no_clocks]
set_input_delay [expr $clk_period * $clk_io_pct] -clock clk0 $non_clock_inputs
set_output_delay [expr $clk_period * $clk_io_pct] -clock clk0 [all_outputs]
==> notes.org <==
* Implementation run

** Hold path
- The report gives the cell count of the worst hold path as 1.
- The min-delay analysis places its worst path in the category reg2reg.

** Setup path
- Maximum fanout encountered on the critical timing path :: 17
- STA classifies the critical path endpoint as a flop.
- Per STA, the highest per-stage delay on the worst path measures 0.64 ns.
- Critical-path cell list :: ha_1 > nand3_1 > nor2_1 > and4b_1 > nand3b_1 > o21ai_0
- Worst path arrival time :: 2.23 ns
- Cell count of the worst reg-to-reg path :: 6
- The critical path in this run is classified as reg2reg.
- According to the timing report, the data required time at the worst endpoint equals 3.46 ns.
- Startpoint types :: flop
- The largest individual stage delay along the critical path comes from the cell sky130_fd_sc_hd__and4b_1.

** Run
- Across the run, the number of max-cap violations was 0.
- Total number of warnings across the stage logs :: 25

** Logic synthesis
- Count of library flops with an enable pin :: 0
- Proportion of synthesized flip-flops having asynchronous set or reset :: 100%
- Looking at the cell usage after synthesis, the top flip-flop cell is sky130_fd_sc_hd__dfrtp_1.
- Synthesis handed over a netlist of 154 instances.
- Per the synthesis report, the dominant area consumer among library cells is sky130_fd_sc_hd__dfrtp_1.
- Summing every instance area after synthesis gives 1610 µm².
- In this run the biggest area consumer among cell types represents 49.7% of the synthesized area.
- The synth_stat.txt file lists the number of cells as 154.
- Flops out of synthesis :: 33
- Cell Type Count :: 30
- Part of the Yosys area used for sequential elements :: 51.4%
- Number of warnings reported in the yosys synthesis log :: 0
- Post-synth area hogs :: sky130_fd_sc_hd__dfrtp_1, sky130_fd_sc_hd__xor2_1, sky130_fd_sc_hd__nor2_1, sky130_fd_sc_hd__xnor2_1, sky130_fd_sc_hd__buf_4
- In this run the mean area of a mapped cell was 10.5 µm².
- Chip area estimate from yosys synthesis :: 1610 µm²

** Die
- Overall chip area :: 4280 µm²
- The floorplan has 22 rows.
- For this configuration, the core starts out at a cell density of 42.7%.
- The die is 65.5 µm wide.
- The total area inside the core boundary comes to 3770 µm².
- Vertical die dimension :: 65.5 µm
- For this design the top-level I/O count stands at 14.

** GRT
- Global-route wire length before repair :: 4.67 mm
- Number of global-route vias before repair :: 1,017
- The initial antenna violation count was 0.
- Overall routing resource usage recorded by global route was 14.4%.
- Entering global routing, the biggest net connects 34 pins.
- Grt total ovfl :: 0

** Route
- In this run the remaining antenna-violating nets after routing total 0.
- The routed layout reports a DRC error count of 0.
- The routed design shows a via density per instance of 5.00.
- Iteration-0 DRC count of the detailed router :: 30
- Per the detail_route report, inserted antenna diodes total 0.
- Wires add up to 2.47 mm.
- Detailed Routing Iterations Pass 1 :: 4
- Via count of the routed design :: 1,040
- Dividing the detail-routed wire length by the instance count gives 11.9 µm.

** Clocking
- TritonCTS clock tree :: yes
- In this run the number of H-tree levels came out at 1.
- Post-CTS repair changed the size of 0 cells.
- Library cell used as clock root buffer :: sky130_fd_sc_hd__clkbuf_8
- Clock transition at the register clock pins on the worst setup and hold paths after CTS :: 0.09 ns
- Num CTS Buffers :: 3
- Number of hold buffers added after CTS :: 0
- At the later pin of the worst-skew pair, clock insertion delay measures 0.27 ns.
- Per the repair_timing log after CTS, setup buffers inserted total 0.
- Maximum root-to-sink buffer count :: 2

** Final timing
- For the pin with the worst max-slew slack, the measured transition is 0.631 ns.
- Clock skew after layout :: 0.00774 ns
- Setup repair after global routing left no endpoint under its margin.
- 11 endpoints have no timing constraint.
- Setup violations, final :: 0
- Final-report max-slew violation count :: 0
- Hold violation count in the final report :: 0
- Final cycle utilization of the critical path :: 62.6%
- The worst-case max-slew headroom was logged as 57.9%.
- Maximum achievable frequency :: 484 MHz
- Adding up every negative setup slack in the final design gives 0 ns.
- Min Clock Period, post-route :: 2.07 ns
- Number of register pins that no clock reaches :: 5

** Placement
- After its last routability iteration, the placer logged a weighted congestion of 0.838.
- The buffer_ports step reported a buffer count of 8.
- Instance count after placement with tap cells included :: 204
- The HPWL after detailed placement is 1.76 mm.

** Power
- Worst ir drop on vdd :: 207 µV
- For this design the static power due to leakage is 0.912 nW.
- Power density over the cells :: 351 nW/µm²

** Cells and area
- Once layout is complete, the utilization of the core stands at 46.9%.
- Per the final layout report, the fraction of cells sized above drive strength 1 comes to 5.63%.
- The count of cells in the finished layout, fillers not included, comes to 208.
- From synthesis to final layout, the design area changed by 9.95%.
- The final layout report lists a filler cell count of 319.

** Outcome
- The run finished with clean final reports.
cell families after synthesis:
logic type	after synthesis	share of synthesized area, %
xor+xnor	22	12.0
buf+inv	17	5.98
other cells	2	0.466
compound gates	10	3.57
simple gates	68	25.1
fa+ha+maj	2	1.55
flops	33	51.4
area by class of cell:
cell class / count / area, µm² / share of cell area (%)
Clock buffer: 3 / 41.3 / 2.33
Clock inverter: 1 / 30.0 / 1.70
Inverter: 7 / 26.3 / 1.48
Multi-Input combinational cell: 107 / 698 / 39.4
Sequential cell: 33 / 827 / 46.7
Tap cell: 48 / 60.1 / 3.39
Timing Repair Buffer: 9 / 87.6 / 4.95
sequential cells by signal (all words and copies together) (netlist names):
| signal | count |
|---|---|
| clk_Hz | 1 |
| clk_div | 27 |
| holder | 2 |
| seq | 3 |
final timing paths:
path / start / to / slack, ns
max: clk_div[0] / clk_div[20] / 1.23
min: clk_div[0] / clk_div[0] / 0.48
max reg2reg: clk_div[0] / clk_div[20] / 1.23
min reg2reg: clk_div[0] / clk_div[0] / 0.48
max in group asynchronous: RST / clk_div[10] / 2.24
min in group asynchronous: RST / clk_div[7] / 0.77
metrics by stage:
| stage | hold WS (ns) | power (mW) | setup WS (ns) | area, µm² |
|---|---|---|---|---|
| 2_1_floorplan | 0.442 | 0.361 | 1.71 | 1620 |
| 3_3_place_gp | 0.462 | 0.363 | 1.35 | 1700 |
| 3_5_place_dp | 0.471 | 0.363 | 1.24 | 1700 |
| 4_1_cts | 0.485 | 0.627 | 1.23 | 1770 |
| 5_1_grt | 0.513 | 0.643 | 1.08 | 1770 |
| 6_report | 0.482 | 0.622 | 1.23 | 1770 |
cell usage after synthesis (all sizes together) (4+ instances only):
| cell type | count |
|---|---|
| dfrtp | 32 |
| nor2 | 18 |
| xor2 | 15 |
| nand2 | 12 |
| buf | 9 |
| nand4 | 9 |
| inv | 7 |
| xnor2 | 7 |
| nand3 | 6 |
| o21ai | 6 |
| and3 | 5 |
| nand3b | 4 |
| nor4 | 4 |
where the power goes:
group          switching [mW]  leakage, nW  internal [mW]  total [mW]
logic                 0.00950        0.431        0.00366      0.0132
registers                   0        0.445          0.343       0.343
clock network           0.103       0.0357          0.162       0.266
total                   0.113        0.912          0.509       0.622
placed cells by master (no fill, tap or decap), drive strengths merged, types with 3 or more instances in the layout:
master	Yosys	layout
conb	2	5
nor4	4	4
and3	5	5
clkbuf	1	3
inv	7	7
nor2	18	18
nand4	9	9
nand3	6	6
nand3b	4	4
nand2	12	12
clkdlybuf4s50	0	8
dfrtp	32	32
o21ai	6	6
xor2	15	15
xnor2	7	7
worst max-delay path: cells and delay by family, from the launching register on:
| kind | cells | cell delay (ns) |
|---|---|---|
| adders and majority gates | 1 | 0.19 |
| and+or+nand+nor | 4 | 1.28 |
| AOI/OAI and AO/OA | 1 | 0.08 |
| DFF | 1 | 0.39 |
per-layer routing:
metal	routed length [µm]	part of all wire, %	track usage (%)
met5	0	0	0
met4	48	1.9	2.17
met3	100	4.0	2.11
met2	1090	44	22.0
met1	1230	50	23.3
No activity file was given, so power comes from the tool's default toggle rates.
